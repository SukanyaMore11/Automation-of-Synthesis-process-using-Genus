==> design/flow/design.v <==
`timescale 1ns / 1ps
module Stage1_Execute(clock,reset,enable_ex,src1,src2,imm,control_in,memory_data_read_in,
    mem_data_write_out,mem_write_en,aluin1,aluin2,operation_out,opselect_out,shift_number,enable_arith,enable_shift
    );
    input logic clock;
    input logic reset;
    input logic enable_ex;
    input logic [32-1:0] src1,src2;
    input logic [32-1:0] imm;
    input logic [7-1:0] control_in;
    input logic [32-1:0] memory_data_read_in;
    output [32-1:0]mem_data_write_out;
    output mem_write_en;
    output logic [32-1:0]aluin1,aluin2;
    output logic [3-1:0]operation_out,opselect_out;
    output logic [5-1:0]shift_number;
    output logic enable_arith,enable_shift;
    logic immp_regn_op;
    logic [2:0]opselect,operation;
    assign immp_regn_op = control_in[3];
    assign opselect = control_in[2:0];
    assign operation = control_in[6:4];
    assign mem_data_write_out = src2;
    assign mem_write_en = (opselect == 3'b100) && (immp_regn_op == 1);
    always@(posedge clock)
    begin
        if(reset)
            aluin1 <= 0;
        else
        begin
            aluin1 <= enable_ex? src1:aluin1;
        end
    end
    always@(posedge clock)
    begin
        if(reset)
            aluin2 <= 0;
        else
        begin
            case({enable_ex,opselect,immp_regn_op})
                5'b0????: aluin2 <= aluin2;
                {1'b1,3'b001,1'b0}: aluin2 <= src2;
                {1'b1,3'b001,1'b1}: aluin2 <= imm;
                {1'b1,3'b101,1'b0}: aluin2 <= aluin2;
                {1'b1,3'b101,1'b1}: aluin2 <= memory_data_read_in;
                default: aluin2 <= aluin2;
            endcase
        end
    end   
    always@(posedge clock)
    begin
        if(reset)
            operation_out <= 0;
        else
        begin
            operation_out <= enable_ex? operation: operation_out;
        end
    end
    always@(posedge clock)
    begin
        if(reset)
            opselect_out <= 0;
        else
        begin
            opselect_out <= enable_ex? opselect: opselect_out;
        end
    end 
    always@(posedge clock)
    begin
        if(reset)
            shift_number <= 0;
        else
        begin
            case({enable_ex,opselect,imm[2]})
                5'b0????: shift_number <= 0;
                {1'b1,3'b000,1'b0}: shift_number <= imm[10:6];
                {1'b1,3'b000,1'b1}: shift_number <= src2[4:0];
                default: shift_number <= 0;
            endcase
        end
    end  
    always@(posedge clock)
    begin
        if(reset)
            enable_arith <= 0;
        else
        begin
            case({enable_ex,opselect,immp_regn_op})
                5'b0????: enable_arith <= 0;
                {1'b1,3'b001,1'b0}: enable_arith <= 1;
                {1'b1,3'b001,1'b1}: enable_arith <= 1;
                {1'b1,3'b101,1'b0}: enable_arith <= 0;
                {1'b1,3'b101,1'b1}: enable_arith <= 1;
                default: enable_arith <= 0;
            endcase
        end
    end       
    always@(posedge clock)
    begin
        if(reset)
            enable_shift <= 0;
        else
        begin
            case({enable_ex,opselect})
                4'b0????: enable_shift <= 0;
                {1'b1,3'b000}: enable_shift <= 1;
                default: enable_shift <= 0;
            endcase
        end
    end  
endmodule
==> design/flow/run.sh <==
#!/bin/bash
# OpenROAD 26Q1-2900-gdf79404cd8, Yosys 0.63+post, stock flow scripts
make -C /OpenROAD-flow-scripts/flow DESIGN_CONFIG=/design/flow/config.mk WORK_HOME=/design/flow/orfs finish
==> design/flow/config.mk <==
export PLATFORM = sky130hd
export DESIGN_NAME = Stage1_Execute
export DESIGN_NICKNAME = Stage1_Execute
export VERILOG_FILES = /design/flow/design.v
export SDC_FILE = /design/flow/constraint.sdc
export NUM_CORES = 4
export LEC_CHECK = 1
export CORE_UTILIZATION = 30
==> design/flow/constraint.sdc <==
current_design Stage1_Execute

set clk_period 6.9
set clk_io_pct 0.2

create_clock -name clk0 -period $clk_period [get_ports {clock}]

set non_clock_inputs [all_inputs -no_clocks]
set_input_delay [expr $clk_period * $clk_io_pct] -clock clk0 $non_clock_inputs
set_output_delay [expr $clk_period * $clk_io_pct] -clock clk0 [all_outputs]
==> Slide: Implementation Results <==
Flow Results at a Glance

Setup path
  • FF-to-FF End: aluin2[10]
  • Cells on worst reg2reg path: 2
  • Crit path DAT: 2950 ps
  • Worst r2r src: aluin2[10]
  • Worst Path Required: 5520 ps
  • CP endpoint kind: primary output
  • FF-to-FF setup slack: 6220 ps
  • CP max FO: 11
  • Crit Path Class: primary input to primary output
  • Startpoint types: primary input

Route
  • WL per Instance: 16.08 um
  • Final wirelength: 11.11 mm
  • Via count: 3,185
  • DRC violations left: 0
  • Final ANT Viol Nets: 0
  • DR pass1 iterations: 27
  • Initial DRC Count: 129
  • Antenna cells: 0
  • DR vias/cell: 4.609

Power
  • Leakage power: 2.333 nW
  • Overall power: 0.001219 W
  • PwrDens: 196.1 nW/um^2
  • Peak VDD IR: 0.1153 mV

Yosys
  • Flip-flops with a built-in enable: 0
  • Post-synth ARST share: 0%
  • Synth cell count leaders: 76 x dfxtp_1, 66 x mux2i_1, 38 x nor2_1
  • Synth Area per Inst: 10.69 um^2
  • Post-synth area from yosys stat: 3625 um^2
  • Ys flop type: dfxtp_1
  • Ys flops: 76
  • Top-area cell share: 41.97%
  • Synthesized area: 3625 um^2
  • Cell Type Count: 24
  • Seq share, synth: 41.97%
  • Top cells by area: dfxtp_1 42%, mux2i_1 18%, mux2_2 9.9%
  • Most common cell in the synthesized netlist: dfxtp_1
  • Syn Inst Count: 339
  • Yosys top cell by area: dfxtp_1
  • Number of cells in Yosys stat: 339
  • Synth warn: 5

Clock tree
  • Root Driver: clkbuf_16
  • CTS Buf Count: 9
  • Total clock sinks: 76
  • Hold buffer count at cts: 0
  • Setup bufs post-CTS: 0
  • Cts repair resizes: 0
  • Worst-path clk slew: 60 ps
  • CTS Buffer Depth: 2
  • Clk Latency, worst-skew pair: 330 ps
  • H-tree depth: 3
  • CTS tree: done

Final layout
  • Layout cell share with drive strength beyond 1: 10.58%
  • Fill cells: 1,057
  • Area delta synth->final: 71.42%

GRT
  • Largest net degree at the start of global routing: 50
  • Initial antenna violation count: 0
  • GR Util All Layers: 17.57%
  • Vias in the first global route: 3,155
  • Overflow left after global routing: 0
  • First-pass GRT wire length: 16.97 mm

Flow run
  • Warning total across the stage logs: 25
  • Total of max-cap violations: 0

STA
  • Worst slew margin: 42.13%
  • Maximum clock rate: 0.2307 GHz
  • Tmin final: 4334 ps
  • Tcrit/Tclk final: 62.81%
  • Final hold vios: 0
  • Final setup viols: 0
  • RSZ-0062 raised after global routing: no
  • Final WS setup: 2566 ps
  • Final Skew: 0 ps
  • Tightest Pin Transition: 866.1 ps
  • Fin Setup TNS: 0 ps
  • Max-slew violations: 0

Hold path
  • Hold Path Origin: aluin2[12]
  • Hold depth: 1
  • Hold EP: aluin2[12]
  • Hold Path Class: register to register

Floorplan
  • Core Area: 11,610 um^2
  • Fp_density: 31.21%
  • Rows: 39
  • Die width: 111.9 um
  • Num ports: 248
  • Die area: 12,530 um^2
  • Die Y: 111.9 um

Placement
  • Buffers on Ports: 246
  • HPWL Detailed: 8.074 mm
  • Worst slack at placement: 2543 ps
  • Placer Congestion: 0.7452

Run status
  • Outcome: finished clean
[flip-flops by register name, summed over array words and instances, names as in the netlist]
register       count
aluin1            32
aluin2            32
enable_arith       1
operation_out      3
opselect_out       3
shift_number       5
[report_power, final]
group	switching, W	internal, W
Combinational	0.0000627	0.000151
Sequential	0.00000956	0.000459
Clock	0.000182	0.000354
[metal layers]
metal / vias up / GRT usage (%) / wire length [um]
met5: - / 0 / 0
met4: 0 / 2.342 / 143
met3: 10 / 7.978 / 1413
met2: 169 / 28.45 / 5011
met1: 1421 / 22.26 / 4544
li1: 1585 / - / -
[cell usage in the layout, fill, tap and decap left out]
cell type	netlist	routed
a211oi_1	4	4
a21oi_1	9	9
a21oi_4	1	1
and3b_1	1	1
and4b_2	0	1
buf_2	7	3
buf_4	35	5
bufinv_16	0	3
clkbuf_1	9	1
clkbuf_16	0	9
clkdlybuf4s50_1	0	243
clkinv_2	0	1
clkinv_4	0	2
conb_1	1	1
dfxtp_1	76	76
inv_1	1	1
mux2_2	32	32
mux2i_1	66	66
nand2_1	1	1
nand2b_1	1	1
nand3_1	5	5
nand3b_1	10	10
nor2_1	38	38
nor3_1	1	1
nor4b_4	1	1
o21ai_0	4	4
o2bb2ai_1	28	28
[cell families after synthesis]
kind of cell	count (synthesis)	synth area share, %
other cells	1	0.1035
mux	98	28.17
buf+inv	59	11.63
flops	76	41.97
simple gates	59	8.284
compound gates	46	9.838
[how the worst max path moves through the flow]
| stage | start | end | slack, ps | cells after the start |
|---|---|---|---|---|
| final | control_in[3] | mem_write_en | 2570 | 4 |
| after global routing | control_in[3] | mem_write_en | 2450 | 4 |
| after CTS | control_in[3] | mem_write_en | 2520 | 4 |
[metrics by stage]
stage,hold slack [ps],area (um^2),cells,util (%)
finish,459.5,6213,691,53.50
detailed placement,445.5,5872,675,50.56
global route,472.1,6213,691,53.50
global placement,443.0,5872,675,50.56
floorplan,410.0,3625,339,-
CTS,463.3,6213,691,53.50
[worst max-delay path: stages]
cell             delay (ps)
clkdlybuf4s50_1         740
nand2_1                 100
nor3_1                  210
clkdlybuf4s50_1         520
[area by class of cell]
type	count	area (um^2)	share of cell area, %
repair buffers	251	2485	39.99
multi-input cells	204	1683	27.08
flip-flops and latches	76	1521	24.49
clock buffers	10	229.0	3.685
well taps	143	178.9	2.880
clock inverters	6	112.6	1.812
inverters	1	3.754	0.06041
Power is estimated from default activity; no workload was simulated.
