==> design/flow/config.mk <==
export PLATFORM = sky130hd
export DESIGN_NAME = top_module
export DESIGN_NICKNAME = top_module
export VERILOG_FILES = /design/flow/design.v
export SDC_FILE = /design/flow/constraint.sdc
export NUM_CORES = 4
export LEC_CHECK = 1
export CORE_UTILIZATION = 30
==> design/flow/constraint.sdc <==
current_design top_module

set clk_period 152.9
set clk_io_pct 0.2

create_clock -name clk0 -period $clk_period [get_ports {clk}]

set non_clock_inputs [all_inputs -no_clocks]
set_input_delay [expr $clk_period * $clk_io_pct] -clock clk0 $non_clock_inputs
set_output_delay [expr $clk_period * $clk_io_pct] -clock clk0 [all_outputs]
==> design/flow/design.v <==
`timescale 1ps / 1fs
module Stage_1_to_4(input logic [7:0] pixel,input logic clk,reset,input logic data_in_en, output logic start_add, output logic signed [10:0] Convo_3);
parameter N=10;  
logic [$clog2(N)-1:0] i_1,j_1;   
logic [$clog2(N)-1:0] i_2,j_2;   
logic [$clog2(N)-1:0] i_3,j_3;   
logic [$clog2(N)-1:0] i_4,j_4;   
logic enConvo_1;   
logic enConvo_2;   
logic enConvo_3;   
logic [N-1:0][N-1:0][7:0] mem;    
always_ff @(posedge clk)
begin
if (!reset)  
begin
i_1<=0;   
j_1<=0;   
enConvo_1<=1'b0;
end
else if(data_in_en)   
begin
mem[i_1][j_1]<=pixel;  
if (i_1==5)     
begin
enConvo_1<=1'b1;
end
if (j_1==N-1)  
begin
i_1<=i_1+1;
end
j_1<=j_1+1; 
end
end 
logic signed [10:0] Convo_1;  
always_ff @(posedge clk)
begin
if (!reset)  
begin
i_2<=0;  
j_2<=0;  
enConvo_2<=1'b0;   
end
if (enConvo_1)
begin
Convo_1 <= -4*(mem[i_2+1][j_2+1]);
if (j_2==0)
begin
enConvo_2<=1;
end
if (j_2==N-3)
begin
i_2<=i_2+1;
j_2 <= 0;
end
else begin 
j_2 <= j_2+1;
end
end
end
logic signed [10:0] Convo_2;
always_ff @(posedge clk)
begin
if (!reset)  
begin
i_3<=0;  
j_3<=0;  
enConvo_3<=1'b0;  
end
if (enConvo_2)
begin
Convo_2 <= Convo_1+mem[i_3][j_3+1]+mem[i_3+1][j_3];  
if (j_3==0)
begin
enConvo_3<=1;
end
if (j_3==N-3)
begin
i_3<=i_3+1;
j_3 <= 0;
end
else begin
j_3 <= j_3+1;
end
end
end
always_ff @(posedge clk)
begin
if (!reset)  
begin
i_4<=0;  
j_4<=0;  
start_add<=0;  
end
if (enConvo_3)
begin
if (j_4==0)
begin
start_add<=1;  
end
Convo_3 <= Convo_2+mem[i_4+1][j_4+2]+mem[i_4+2][j_4+1];  
if (j_4==N-3)
begin
i_4<=i_4+1;
j_4 <= 0;
end
else begin
j_4 <= j_4+1;
end
end
end
endmodule
`timescale 1ps / 1fs
module top_module(input logic [7:0] pixel_r,pixel_g,pixel_b, input logic clk,reset,data_in_en,output logic signed [12:0] Convo_final,output logic start_add_1);
logic start_add_2; 
logic start_add_3;
logic signed [10:0] Convo_3_b;
logic signed [10:0] Convo_3_r;
logic signed [10:0] Convo_3_g;
Stage_1_to_4 m0(pixel_r,clk,reset,data_in_en,start_add_1,Convo_3_r);
Stage_1_to_4 m1(pixel_g,clk,reset,data_in_en,start_add_2,Convo_3_g);
Stage_1_to_4 m2(pixel_b,clk,reset,data_in_en,start_add_3,Convo_3_b);
always_ff @(posedge clk)
if(start_add_1)
begin
Convo_final<=Convo_3_r+Convo_3_g+Convo_3_b;
end
endmodule
==> design/flow/run.sh <==
#!/bin/bash
# OpenROAD 26Q1-2900-gdf79404cd8, Yosys 0.63+post, stock flow scripts
make -C /OpenROAD-flow-scripts/flow DESIGN_CONFIG=/design/flow/config.mk WORK_HOME=/design/flow/orfs finish
==> run summary <==
Setup WS post-layout - 117.17 ns
Clock power frac - 36.3%
yosys cell count - 14.5k
initial antenna violation count - 56
final worst path period need - 35.73 ns
full die area - 0.746 mm2
RSZ-0062 raised after global routing - no
Worst setup SP type - primary input
Avg Vias per Cell - 6.32
Hold Path Class - reg2reg
Initial Util - 30.1%
DRT iter0 DRCs - 12.7k
Registers, synthesis - 2,612
met1 usage - 26.3%
power per cell area - 9.13 mW/mm2
clk latency late pin - 1.09 ns
Num CTS Buffers - 331
GR Util met3 - 19.4%
mapped cell area - 0.223 mm2
top post-synthesis cells by area - mux4_2 35%, edfxtp_1 34%, mux2_2 12%
Switching Fraction - 31.6%
mux frac, synth - 48.4%
buffers added on ports - 40
main flop type - edfxtp_1
pre-CTS setup slack - 116.09 ns
maximum vdd drop - 0.0128 mV
Seq/Total Area, Yosys - 34.9%
Hold Violations, Final - 0
dominant kind of combinational cell - multiplexers
Seq pwr share - 38.2%
number of enable flip-flop cells - 2,542
Worst Tran Pin Value - 1.11 ns
Leak Pwr - 0.0801 uW
CTS resizes - 0
status - finished clean
tally of OpenROAD warnings - 48
1st-pass router iterations - 6
std cell rows - 316
setup TNS - 0 ns
cycle use final - 23.4%
Net Sw Power - 713 uW
XOR Share, Synth - 1.14%
drt wl/cell - 35.1 um
Max Clk Rate - 0.0280 GHz
gr usage total - 23.8%
maxcap violations - 0
Synth Warn # - 2
largest net degree at the start of global routing - 132
Synth top area share - 35.0%
syn avg cell area - 15.4 um2
Logic pwr share - 25.5%
final setup skew - 0.140 ns
AO/OA Area Share - 3.74%
Unique masters post-synth - 108
Syn Inst Count - 14.5k
vias post-DR - 153k
Yosys chip area - 0.223 mm2
setup repair bufs after CTS - 0
Async S/R FF share, synth - 0%
die width - 863 um
Post-Synth Simple-Gate Area - 5.54%
GRT overflow - 0
post-route ant nets - 0
# DRC - 0
first-pass GRT wire length - 1,200,000 um
Setup crit end kind - flop
critical path arrival - 36.44 ns
hold_buf cts - 0
Ports - 41
GRT Max-Usage Layer - met2
routability cong. - 1.03
final setup fails - 0
final max-slew violation count - 0
CTS H-tree lvls - 5
layout cell share with drive strength beyond 1 - 51.7%
Final HPWL DP - 566,000 um
Yosys top cell by area - mux4_2
CTS root buf - clkbuf_16
Area growth syn-to-layout - 10.8%
WP data required - 153.61 ns
Die Ht - 863 um
Max FO, Critical Path - 59
met2 usage - 32.5%
clock sinks - 2,612
Relative slew margins - 23.9%
Int Power - 1540 uW
clock-pin slew on the worst setup and hold paths - 0.06 ns
Detailed Route WL - 851,000 um
vias in the first global route - 157k
CTS max path bufs - 4
Std-Cell Core Area - 0.740 mm2
Post-Synth Adder-Cell Area - 2.98%
critical path type - in2reg
CTS tree - done
==> layer usage <==
| metal | vias up | wire (um) |
|---|---|---|
| met4 | 106 | 56800 |
| met1 | 79000 | 269000 |
| met5 | - | 2730 |
| met2 | 10900 | 362000 |
| li1 | 61000 | - |
| met3 | 2264 | 160000 |
==> cell type report <==
cell class,count,area (um2)
Inverter,382,1430
Multi-Input combinational cell,10100,139000
Sequential cell,2612,77700
Tap cell,9858,12300
Timing Repair Buffer,669,5520
Clock inverter,213,2350
Clock buffer,393,8640
Antenna cell,26,65.1
Fill cell,70400,493000
==> through the flow <==
step                      instance area [um2]  total power [uW]  instances  utilization (%)  hold WS (ns)
after CTS                              247000              2260      24200             33.3         0.486
after detailed placement               236000              1440      23600             31.9         0.478
after global placement                 236000              1440      23600             31.9         0.483
final                                  247000              2250      24300             33.4         0.484
after global routing                   247000              2330      24300             33.3         0.513
after floorplan                        223000              1320      14500                -         0.455
==> kinds of logic after synthesis <==
logic type	Yosys count
adders and majority gates	450
muxes	6129
DFF	2612
xor gates and xnor gates	285
AOI/OAI and AO/OA	1168
buffers and inverters	1774
and+or+nand+nor	2087
==> layout by cell type (no fill, tap or decap), drive strengths merged, types with 181 or more instances in the layout <==
| cell | n |
|---|---|
| nand2 | 740 |
| buf | 654 |
| a21oi | 236 |
| nand3 | 389 |
| mux2i | 233 |
| nor2 | 294 |
| mux2 | 2438 |
| nand4 | 181 |
| clkbuf | 393 |
| mux4 | 3458 |
| inv | 395 |
| ha | 315 |
| edfxtp | 2542 |
| o21ai | 189 |
==> critical path: stages <==
cell             delay, ns
clkdlybuf4s50_1       0.46
buf_4                 0.38
and2_4                0.67
buf_4                 0.73
buf_4                 0.75
buf_4                 0.74
buf_4                 0.68
buf_4                 0.64
buf_4                 0.53
==> flip-flops by register name (all words and copies together), names as in the netlist, 9 cells and up <==
name / flops
m1.Convo_3: 11
m1.Convo_1: 9
m0.Convo_2: 11
m0.Convo_1: 9
m0.Convo_3: 11
m0.mem: 800
m1.mem: 800
m1.Convo_2: 11
m2.mem: 800
m2.Convo_3: 11
m2.Convo_2: 11
m2.Convo_1: 9
Convo_final: 13
==> cells in the mapped netlist, types with 105 or more instances <==
cell and instances:
mux4_2 3458, edfxtp_1 2542, mux2_2 2411, nand2_1 740
clkbuf_1 667, buf_2 410, inv_1 380, ha_1 315
nor2_1 293, nand3_1 284, buf_1 271, a21oi_1 234
mux2i_1 232, o21ai_0 182, xnor2_1 176, fa_1 135
a22oi_1 114, and3_1 106, xor2_1 105
==> power groups by stage <==
stage / Clock, uW / Sequential (uW) / Combinational, uW
finish: 817 / 861 / 575
global route: 856 / 865 / 611
CTS: 832 / 859 / 567
==> final timing paths <==
kind         slack [ns]              to       start  cells after the start
max              117.17     m1.mem[239]  data_in_en                      9
min                0.48       m2.i_2[3]   m2.i_2[3]                      2
max reg2reg      144.19  m1.Convo_1[10]   m1.j_2[0]                     21
min reg2reg        0.48       m2.i_2[3]   m2.i_2[3]                      2
Power is estimated from default activity; no workload was simulated.
